File: /design/flow/run.sh
#!/bin/bash
# OpenROAD 26Q1-2900-gdf79404cd8, Yosys 0.63+post, stock flow scripts
make -C /OpenROAD-flow-scripts/flow DESIGN_CONFIG=/design/flow/config.mk WORK_HOME=/design/flow/orfs finish
File: /design/flow/config.mk
export PLATFORM = sky130hd
export DESIGN_NAME = clock
export DESIGN_NICKNAME = clock
export VERILOG_FILES = /design/flow/design.v
export SDC_FILE = /design/flow/constraint.sdc
export NUM_CORES = 4
export LEC_CHECK = 1
export CORE_UTILIZATION = 30
File: /design/flow/constraint.sdc
current_design clock

set clk_period 4.5
set clk_io_pct 0.2

create_clock -name clk0 -period $clk_period [get_ports {clk}]

set non_clock_inputs [all_inputs -no_clocks]
set_input_delay [expr $clk_period * $clk_io_pct] -clock clk0 $non_clock_inputs
set_output_delay [expr $clk_period * $clk_io_pct] -clock clk0 [all_outputs]
File: /design/flow/design.v
`timescale 1ns / 1ps
module clock(
        input wire clk,
        output reg clk_1hz,
        output reg clk_2hz,
        output reg clk_500hz,
        output reg clk_4hz
    );
    integer HALF_PERIOD_1hz = 50000000;
    reg [25:0] counter_1hz  = 0;
    integer HALF_PERIOD_2hz = 25000000;
    reg [24:0] counter_2hz  = 0;
    integer HALF_PERIOD_4hz = 12500000;
    reg [24:0] counter_4hz  = 0;
    integer HALF_PERIOD_500hz = 100000;  
    reg [18:0] counter_500hz  = 0;
    always @ (posedge clk) begin
         if(counter_1hz == HALF_PERIOD_1hz - 1) begin
            counter_1hz <= 0;
            clk_1hz <= ~clk_1hz;
         end
         else begin
            counter_1hz <= counter_1hz + 1;
         end
         if(counter_2hz == HALF_PERIOD_2hz - 1) begin
             counter_2hz <= 0;
             clk_2hz <= ~clk_2hz;
          end
          else begin
             counter_2hz <= counter_2hz + 1;
          end
          if(counter_4hz == HALF_PERIOD_4hz - 1) begin
               counter_4hz <= 0;
               clk_4hz <= ~clk_4hz;
            end
            else begin
               counter_4hz <= counter_4hz + 1;
            end
           if(counter_500hz == HALF_PERIOD_500hz - 1) begin
              counter_500hz <= 0;
              clk_500hz <= ~clk_500hz;
           end
           else begin
              counter_500hz <= counter_500hz + 1;
           end
     end
endmodule
==> impl_metrics.py <==
# Metrics from the implementation run
metrics = {
    "grt": {
        "grt_overflow": 0,
        "antenna_found_initial": 0,
        "met2_usage_pct": 14.36,
        "gr-usage-met3_pct": 2.544,
        "grt_pass1_vias": 2553,
        "busiest_layer": "met1",
        "grt_pass1_wl_um": 11360,
        "grt_max_degree": 18,
        "track_usage_pct": 9.716,
        "use_met1_pct": 15.12,
    },
    "setup_path": {
        "slowest_delay_ns": 0.47,
        "worst_path_max_delay_cell": "clkdlybuf4s50_1",
        "critPathKind": "reg -> out",
        "critical_path.max_fanout": 2,
        "worstReg2RegStart": "counter_1hz[13]$_SDFF_PN0_",
        "critical_path.cell_chain": "clkdlybuf4s50_1",
        "start_kind": "flip-flop",
        "path_buffers": 1,
        "endpoint_kind": "primary output",
        "critPathTopFamily": "buffers and inverters",
        "critical_path_required_ns": 3.60,
        "startpoint": "clk_4hz$_DFFE_PN_",
        "crit_arrival_ns": 1.15,
    },
    "job": {
        "cap_violations": 0,
        "warnings": 25,
    },
    "synth": {
        "mux_share_pct": 0,
        "edf_count": 4,
        "ys_ff": 99,
        "synth_area_um2": 4094,
        "synth_dominant_cell_count": "dfxtp_1",
        "synthXorXnorAreaFrac_pct": 16.69,
        "postSynthAreaPerCell_um2": 9.499,
        "synth_area_leader_cell": "dfxtp_1",
        "fa_ha_area_share_pct": 1.222,
        "yosys.area_share.simple_pct": 29.03,
        "common_cells": "dfxtp_1 (95), nor2_1 (62), nand3_1 (47), xor2_1 (45), xnor2_1 (33)",
        "synth_seq_share_pct": 49.39,
        "yosys_area_um2": 4094,
        "yosysCellCount": 431,
        "ys.flop_type": "dfxtp_1",
        "async_flop_share_pct": 0,
        "topCombFamilyByArea": "simple AND/OR/NAND/NOR gates",
        "syn_inst": 431,
        "yosys_warnings": 1,
        "yosys.cell_types.count": 34,
        "compound_area_share_pct": 1.406,
        "top_cell_area_share_pct": 46.45,
        "topCellsByArea": "dfxtp_1 (46%), xor2_1 (9.6%), xnor2_1 (7.1%)",
    },
    "timing": {
        "min_period_ns": 2.054,
        "tightest_slew_ns": 0.6394,
        "period_used_pct": 45.64,
        "skew_ns": 0.006110,
        "maxSlewViolCount": 0,
        "hold_viol": 0,
        "grt_setup_unrepaired": "false",
        "setup_violations": 0,
        "setup_tns_ns": 0,
        "relSlewSlack_pct": 56.98,
        "fmax_ghz": 0.4869,
    },
    "die": {
        "fp.dieH_um": 118.8,
        "dieWidth_um": 118.8,
        "fp_util_pct": 30.79,
        "core_area_um2": 13300,
        "pin_count": 5,
        "die_area_um2": 14120,
        "num_rows": 42,
    },
    "drt": {
        "diodes": 0,
        "vias_per_cell": 4.489,
        "vias": 2792,
        "drc": 0,
        "antenna_left": 0,
        "wl_um": 6320,
        "wl_per_cell_um": 10.16,
        "drtIter0Drc": 85,
        "drtPass1Iterations": 4,
    },
    "clock_network": {
        "clockRootBuffer": "clkbuf_16",
        "hold_buffers": 0,
        "cts_tree": "yes",
        "clockBufferDepth": 2,
        "cts_resized": 0,
        "post_cts_buffers": 0,
        "cts_num_sinks": 99,
        "ctsHtreeMaxLevel": 3,
        "clkSlewWorstSetupHoldPaths_ns": 0.07,
        "insertion_delay_ns": 0.33,
        "numCtsBuffers": 9,
    },
    "placement": {
        "post-place-cells": 606,
        "portBuffers": 4,
        "gp_congestion": 0.7958,
        "dp.final_hpwl_um": 4267,
    },
    "pwr": {
        "seqPwrFrac_pct": 51.5,
        "swShare_pct": 18.25,
        "peakVddDrop_mv": 0.2212,
        "p_sw_uw": 312.3,
        "power_frac_comb_pct": 0,
        "p_clk_share_pct": 48.5,
        "total_power_uw": 1711,
        "p_int_uw": 1399,
        "power.leakage_uw": 0.001744,
        "powerDensity_nw_per_um2": 368.2,
    },
    "final_layout": {
        "fin_cells": 622,
        "drive_above_1_share_pct": 5.157,
        "area_delta_synth_final_pct": 13.51,
    },
    "run_status": {
        "outcome": "finished clean",
    },
    "worst_hold_path": {
        "hold_path_class": "reg -> reg",
        "hold_start": "counter_500hz[4]$_SDFF_PN0_",
    },
}
## power groups by stage
stage,sequential [µW],combinational [µW],clock [µW]
6_report,881,0.000768,830
5_1_grt,880,0.000768,893
4_1_cts,880,0.000768,861
## registers in the layout, summed over array words and instances (netlist names)
name	flops
clk_1hz	1
clk_2hz	1
clk_4hz	1
clk_500hz	1
counter_1hz	26
counter_2hz	25
counter_4hz	25
counter_500hz	19
## area by class of cell
type                            instances  area (µm²)
Sequential cell                        99        2022
Clock inverter                          5       75.07
Multi-Input combinational cell        313        1979
Inverter                               13       48.80
Clock buffer                           11       254.0
Fill cell                            1276        8648
Tap cell                              176       220.2
Timing Repair Buffer                    5       47.55
## routing by layer
layer	part of all wire (%)	vias to the layer above	wire (µm)
li1	-	1515	-
met1	55	1250	3499
met2	40	19	2543
met3	3.1	8	199
met4	1.2	0	77
met5	0	-	0
## placed cells by master, fill, tap and decap left out, drive strengths merged, types with 4 or more instances in the layout
cell type and n:
nand4 23, nand3 47, nor2 62, o21ai 8
clkbuf 11, xnor2 33, nor2b 5, edfxtp 4
and4 5, clkdlybuf4s50 4, ha 4, and3 8
nor3 13, nand3b 4, nor4b 4, nor4 10
or3 4, inv 13, xor2 45, dfxtp 95
nand2 26
## path summary, 6_finish.rpt
check / to / slack, ns / cells past startpoint
setup / recovery: clk_4hz / 2.45 / 1
hold / removal: counter_500hz[4]$_SDFF_PN0_ / 0.45 / 1
setup reg to reg: clk_1hz$_DFFE_PN_ / 2.47 / 3
hold reg to reg: counter_500hz[4]$_SDFF_PN0_ / 0.45 / 1
## metrics by stage
stage | worst slack (ns) | utilization (%) | hold WS (ns) | area [µm²]
after floorplan | 2.766 | - | 0.4175 | 4094
after global placement | 2.501 | 32.48 | 0.4341 | 4318
after detailed placement | 2.465 | 32.48 | 0.4354 | 4318
after CTS | 2.417 | 34.95 | 0.4593 | 4647
after global routing | 2.286 | 34.95 | 0.4783 | 4647
final | 2.446 | 34.95 | 0.4509 | 4647
## cell families (layout without fill, tap and decap cells)
logic type | Yosys count | after routing
DFF | 99 | 99
and+or+nand+nor | 220 | 220
xor gates and xnor gates | 78 | 78
buffers and inverters | 19 | 34
AOI/OAI and AO/OA | 11 | 11
adders and majority gates | 4 | 4
Power and IR drop assume default switching activity.
