==> /design/flow/design.v <==
module FPCVT(
    input wire [11:0] D,
    output reg S,
    output reg [2:0] E,
    output reg [3:0] F
);
    reg [10:0] magnitude;
    integer shift_amount;
    reg [11:0] shifted;
    reg fifth_bit;
    always @(*) begin
        S = D[11];
        if (D == 12'b100000000000) begin
            E = 3'b111;
            F = 4'b1111;
        end
        else begin  
            if (S == 1'b0) begin
                magnitude = D;
            end else begin
                magnitude = ~D + 1;
            end
            if (magnitude == 12'b000000000000) begin
                E = 3'b000;
                F = 4'b0000;
            end else begin
                E = count_leading_zeroes_set_E(magnitude);
                shift_amount = 3'd7 - E + 1;  
                shifted = magnitude << shift_amount;
                F = shifted[11:8];
                fifth_bit = shifted[7];
                if (fifth_bit == 1'b1) begin
                    if (F == 4'b1111) begin
                        F = 4'b1000;
                        if (E == 3'b111) begin
                            E = 3'b111;
                            F = 4'b1111;
                        end else begin  
                            E = E + 1;
                        end
                    end else begin  
                        F = F + 1;
                    end
                end
            end
        end
    end
    function automatic [2:0] count_leading_zeroes_set_E(input [11:0] magnitude);
    begin
        if (magnitude[10])      count_leading_zeroes_set_E = 3'd7;  
        else if (magnitude[9])  count_leading_zeroes_set_E = 3'd6;
        else if (magnitude[8])  count_leading_zeroes_set_E = 3'd5;
        else if (magnitude[7])  count_leading_zeroes_set_E = 3'd4;
        else if (magnitude[6])  count_leading_zeroes_set_E = 3'd3;
        else if (magnitude[5])  count_leading_zeroes_set_E = 3'd2;
        else if (magnitude[4])  count_leading_zeroes_set_E = 3'd1;  
        else count_leading_zeroes_set_E = 3'd0;  
    end
    endfunction
endmodule
==> /design/flow/run.sh <==
#!/bin/bash
# OpenROAD 26Q1-2900-gdf79404cd8, Yosys 0.63+post, stock flow scripts
make -C /OpenROAD-flow-scripts/flow DESIGN_CONFIG=/design/flow/config.mk WORK_HOME=/design/flow/orfs finish
==> /design/flow/config.mk <==
export PLATFORM = sky130hd
export DESIGN_NAME = FPCVT
export DESIGN_NICKNAME = FPCVT
export VERILOG_FILES = /design/flow/design.v
export SDC_FILE = /design/flow/constraint.sdc
export NUM_CORES = 4
export LEC_CHECK = 1
export CORE_AREA = 10 10 75 75
export DIE_AREA = 0 0 85 85
==> /design/flow/constraint.sdc <==
current_design FPCVT

set clk_period 7.4
set clk_io_pct 0.2

create_clock -name clk0 -period $clk_period

set non_clock_inputs [all_inputs -no_clocks]
set_input_delay [expr $clk_period * $clk_io_pct] -clock clk0 $non_clock_inputs
set_output_delay [expr $clk_period * $clk_io_pct] -clock clk0 [all_outputs]
==> impl_metrics.json <==
{
  "ys_cells": 191,
  "synth.top_cells.by_area": "sky130_fd_sc_hd__xnor2_1 (5.8%), sky130_fd_sc_hd__mux2i_1 (5.1%), sky130_fd_sc_hd__o21ai_0 (4.8%)",
  "max_cap_violations": 0,
  "synth.largest_area_cell": "sky130_fd_sc_hd__xnor2_1",
  "placement.io_buffers": 20,
  "flops": 0,
  "synth_cell_type_count": 67,
  "synthesis.yosys.warnings": 1,
  "worstSetupStartpointType": "input pin",
  "synthCells": 191,
  "worst_path_cell_trace": "dlygate4sd2_1 > or4_4 > buf_6 > or4b_4 > a21oi_4 > nor2_1 > a21oi_2 > a21oi_4 > inv_2 > ha_4 > buf_4 > a21oi_2 > a211oi_2 > or3_1 > nand3_2 > ha_4 > inv_1 > or3b_4 > nor2_4 > buf_4 > buf_4 > a311o_1 > dlygate4sd2_1",
  "worst_ep_arrival_time_ps": 5790,
  "worstMarginPinSlew_ps": 834,
  "min-delay-path-class": "in -> out",
  "finalHoldViolations": 0,
  "core-area_mm2": 0.00406,
  "grt_pass1_vias": 1790,
  "synth.top_cell.area_share_pct": 5.79,
  "post_route_cells_drive_above_1_share_pct": 49.5,
  "power.static_leakage_uw": 0.00101,
  "yosys-stat-area_mm2": 0.00136,
  "chipHeight_um": 85,
  "row_count": 23,
  "antenna_violations_before_repair": 0,
  "worstPathBufferInverterCount": 8,
  "post-route-drc-count": 0,
  "die_area_mm2": 0.00723,
  "period_needed_ps": 7270,
  "vias": 1893,
  "viasPerCell": 5.62,
  "netSwitchingFraction_pct": 45.7,
  "p_seq_share_pct": 0,
  "finalPower_uw": 311,
  "internal-power_uw": 169,
  "switching_power_uw": 142,
  "dp_hpwl_um": 3860,
  "clock_buffer_count": 0,
  "detail_route.antenna_diodes": 0,
  "grt_use_total_pct": 13.4,
  "area_growth_pct": 78.3,
  "cts-hold-fix-buffers": 0,
  "fmax_mhz": 138,
  "place_congestion": 1.00,
  "fp.dieW_um": 85,
  "max_slew_margin_pct": 43.8,
  "timing_worst_setup_path_type": "in -> out",
  "first_pass_iters": 4,
  "setup_viol_count_final": 0,
  "crit_path_frequent_cell": "sky130_fd_sc_hd__buf_4",
  "final_min_period_over_clock_period_pct": 98.2,
  "run_status": "finished, final reports clean",
  "slew_viol_final": 0,
  "core_util_floorplan_pct": 33.6,
  "hold_ws_ps": 3870,
  "num_io_pins": 20,
  "drt.antenna.violating_nets": 0,
  "yosys.stat.seqShare_pct": 0,
  "util_after_layout_pct": 59.9,
  "critPathMaxFanout": 4,
  "first_pass_grt_wire_length_um": 8510,
  "grt_start_max_net_pins": 14,
  "postRouteWirelength_um": 5310,
  "cpLargestDelayFamily": "simple AND/OR/NAND/NOR gates",
  "combPwrFrac_pct": 100.0,
  "end_kind": "primary output",
  "peakVddDrop_mv": 0.0476,
  "cp_slowest_stage_delay_ps": 550,
  "register_area_um2": 0,
  "worst_ep_required_time_ps": 5920,
  "power.clock.fraction_pct": 0,
  "worst_path_max_delay_cell": "sky130_fd_sc_hd__or4_4",
  "routed_wire_length_per_instance_um": 15.7,
  "synth_area_per_cell_um2": 7.13,
  "count_of_warning_messages_emitted_by_the_tools": 33,
  "grt_overflow_total": 0,
  "drtIter0Drc": 268,
  "p_per_area_mw_per_mm2": 128,
  "syn-cell-area_mm2": 0.00136
}
## cell families after synthesis
group	share of synthesized area, %
AND/OR/NAND/NOR	33.3
AND-OR/OR-AND	36.9
buffers and inverters	6.34
XOR/XNOR	12.1
multiplexers	7.62
adder cells (fa/ha/maj)	3.67
## cell usage after synthesis, types with 4 or more instances
cell and number:
sky130_fd_sc_hd__nand2_1 14, sky130_fd_sc_hd__o21ai_0 13, sky130_fd_sc_hd__nor2_1 11, sky130_fd_sc_hd__nor3_1 10, sky130_fd_sc_hd__a21oi_1 9, sky130_fd_sc_hd__inv_1 9, sky130_fd_sc_hd__xnor2_1 9, sky130_fd_sc_hd__clkbuf_1 7
sky130_fd_sc_hd__mux2i_1 7, sky130_fd_sc_hd__nor4_1 6, sky130_fd_sc_hd__or3_1 6, sky130_fd_sc_hd__and2_1 4, sky130_fd_sc_hd__ha_1 4, sky130_fd_sc_hd__nand3_1 4, sky130_fd_sc_hd__o22ai_1 4
## per-layer routing
layer | vias up | track usage [%] | share of wire (%)
li1 | 932 | - | -
met1 | 879 | 18.6 | 47
met2 | 67 | 21.0 | 44
met3 | 15 | 1.73 | 5.9
met4 | 0 | 3.89 | 2.4
met5 | - | 0 | 0
## what timing repair did
item	CTS	global route
gates cloned	0	1
endpoints found under the setup margin	7	7
gates resized	37	17
setup buffers	12	6
pin swaps	12	16
## cell usage in the layout (no fill, tap or decap), types with 3 or more instances in the layout
cell type and count:
sky130_fd_sc_hd__buf_4 84, sky130_fd_sc_hd__nand2_1 14, sky130_fd_sc_hd__nor2_1 11, sky130_fd_sc_hd__o21ai_0 11
sky130_fd_sc_hd__clkdlybuf4s50_1 11, sky130_fd_sc_hd__nor3_1 8, sky130_fd_sc_hd__mux2i_1 7, sky130_fd_sc_hd__dlygate4sd2_1 7
sky130_fd_sc_hd__inv_1 6, sky130_fd_sc_hd__xnor2_1 6, sky130_fd_sc_hd__or3_1 5, sky130_fd_sc_hd__a21oi_1 5
sky130_fd_sc_hd__nor4_1 5, sky130_fd_sc_hd__xnor2_2 4, sky130_fd_sc_hd__and2_1 4, sky130_fd_sc_hd__ha_4 4
sky130_fd_sc_hd__nand3_1 3, sky130_fd_sc_hd__inv_2 3, sky130_fd_sc_hd__o31ai_1 3, sky130_fd_sc_hd__xor2_1 3
sky130_fd_sc_hd__o22ai_1 3, sky130_fd_sc_hd__buf_6 3
## power groups by stage
stage / clock [µW] / sequential (µW) / combinational, µW
CTS: 0 / 0 / 286
global route: 0 / 0 / 336
finish: 0 / 0 / 311
## worst paths after layout
kind	startpoint	to	slack (ps)	depth (start not counted)
worst max-delay path	D[2]	E[2]	130	23
worst min-delay path	D[0]	E[2]	3870	6
## layout make-up
| type | count | area [µm²] |
|---|---|---|
| tap | 50 | 62.6 |
| fill | 307 | 1630 |
| inverter | 9 | 33.8 |
| multi-input combinational | 170 | 1480 |
| timing repair buffer | 108 | 858 |
## metrics by stage
step / instance area [µm²] / setup WS, ps / std cells / TNS, ps
global placement: 2090 / -472 / 318 / -2470
global route: 2430 / -30.9 / 337 / -32.9
finish: 2430 / 131 / 337 / 0
floorplan: 1360 / 191 / 191 / 0
CTS: 2300 / 9.54 / 330 / 0
detailed placement: 2090 / -500 / 318 / -2430
## worst min-delay path, stage by stage
cell and delay (ps):
sky130_fd_sc_hd__dlygate4sd2_1 250, sky130_fd_sc_hd__buf_4 170, sky130_fd_sc_hd__nor4_1 60, sky130_fd_sc_hd__nand2_1 70
sky130_fd_sc_hd__a311o_1 160, sky130_fd_sc_hd__dlygate4sd2_1 210
No activity file was given, so power comes from the tool's default toggle rates.
